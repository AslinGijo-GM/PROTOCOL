==> design/flow/design.v <==
`timescale 1ns / 1ps
module apb_slave #(parameter WIDTH = 8)(
        input pclk,
        input preset,
        input pwrite ,
        output reg pready ,
        input psel,
        input penable,
        input [WIDTH-1:0]paddr,
        input [WIDTH-1:0]pwdata,
        output reg [WIDTH-1:0]prdata
    );
    reg [WIDTH-1:0] memory [7:0];
    always @ ( posedge pclk or posedge preset ) begin
        $monitor( " memory = %p " , memory );
        if ( preset ) begin
            prdata <= 0 ;
            pready <= 0 ;
        end
        else begin
            if ( psel & penable ) begin
                pready <= 1 ;
                if( pwrite ) begin
                    memory[paddr] <= pwdata ;
                end
                else begin
                    prdata <= memory[paddr] ;
                end
            end
            else begin
                pready <= 0 ;
            end
        end
    end
endmodule
==> design/flow/run.sh <==
#!/bin/bash
# OpenROAD 26Q1-2900-gdf79404cd8, Yosys 0.63+post, stock flow scripts
make -C /OpenROAD-flow-scripts/flow DESIGN_CONFIG=/design/flow/config.mk WORK_HOME=/design/flow/orfs finish
==> design/flow/config.mk <==
export PLATFORM = sky130hd
export DESIGN_NAME = apb_slave
export DESIGN_NICKNAME = apb_slave
export VERILOG_FILES = /design/flow/design.v
export SDC_FILE = /design/flow/constraint.sdc
export NUM_CORES = 4
export LEC_CHECK = 1
export CORE_UTILIZATION = 50
==> design/flow/constraint.sdc <==
current_design apb_slave

set clk_period 1.3
set clk_io_pct 0.2

create_clock -name clk0 -period $clk_period [get_ports {pclk}]

set non_clock_inputs [all_inputs -no_clocks]
set_input_delay [expr $clk_period * $clk_io_pct] -clock clk0 $non_clock_inputs
set_output_delay [expr $clk_period * $clk_io_pct] -clock clk0 [all_outputs]
==> reports/metrics.cfg <==
[detailed_routing]
drt_first_pass_iters=4
antenna_violating_nets_post_route=0
avgViaCountPerCell=5.47
vias=1722
routed_wirelength_mm=5.99
antenna_cells=0
drt_drc_violations_left=0
wl_per_cell_um=19.0
first_iter_violations=63

[synthesis]
synth_flop_count=73
postSynthCellCount=182
synth_warnings=3
yosys.cell_types.count=30
largest_type_area_fraction=0.663
mappedNetlistArea_sq_mm=0.00290
yosysChipArea_sq_mm=0.00290
largest_area_cell=sky130_fd_sc_hd__edfxtp_1
area_leaders=sky130_fd_sc_hd__edfxtp_1 (66%), sky130_fd_sc_hd__dfrtp_1 (7.8%), sky130_fd_sc_hd__mux2i_1 (6.6%)
synth-seq-area-share=0.741
syn_avg_cell_area_sq_um=15.9
cell_count_listed_in_synth_stat_txt=182

[finish]
drive_gt1_frac=0.346
area.sequential_sq_mm=0.00215
fill_cells=384
mostFrequentLayoutCells=sky130_fd_sc_hd__edfxtp_1 (64), sky130_fd_sc_hd__buf_4 (23), sky130_fd_sc_hd__mux2i_1 (13), sky130_fd_sc_hd__dlygate4sd2_1 (13)
flow.area_growth_from_synthesis_pct=30.0
area_taken_by_multi_input_logic_gates_sq_um=822
leading_cell_type_in_the_layout_fill_and_taps_excluded=sky130_fd_sc_hd__edfxtp_1
layoutNonFillerInstCount=315

[worst_hold_path]
worst_hold_path_type=in -> async

[critical_path]
worst_setup_path_startpoint=memory[6][2]
r2r_end=prdata[2]
timing.critical_path.arrival_ns=1.52
worst_r2r_path_depth=4
critical_path.reg2reg.startpoint=memory[6][2]
worstSetupStartpointType=register
regToRegSetupSlack_ns=0.01
cp-end-kind=register
worst-setup-path-type=reg -> reg
crit_path_end=prdata[2]
timing.critical_path.fanout_max=1
cp.required_ns=1.53

[floorplan]
core_area_sq_mm=0.00554
die-area_sq_mm=0.00610
floorplan.rows=27
io_pins=30
die-height_um=78.1
dieWidth_um=78.1
fp_util=0.523

[sta]
final.min_clock_period_ns=1.29
tightest_slew_ns=0.397
final-hold-violation-count=0
max_freq_mhz=777
setup_viol=0
timing_max_transition_violations_final=0
worst_skew_ns=0.00648
worst_hold_slack_ns=0.191
fin_setup_tns_ns=0
rsz0062_at_grt=true
final_min_period_over_clock_period=0.990
max_slew_margin=0.734
final_worst_path_setup_slack_ns=0.0130

[power_and_ir_drop]
cell_internal_power_dissipation_w=0.00353
power.share.switching=0.233
worst_ir_drop_vdd_v=0.000759
pwr_density_cell_mw_per_mm2=1220
share_clk_of_total_power=0.330
leakage_dissipation_nw=1.35
pwr-share-seq=0.572
total_switching_power_w=0.00107
power.share.combinational=0.099

[clock_network]
cts.path.max_buffers=2
clock.latency.late_pin_ns=0.34
cts_max_level=3
cts_root_buffer=sky130_fd_sc_hd__clkbuf_8
clk_pin_slew_worst_paths_ns=0.08
tritoncts.num_buffers=9
cts_sinks=73
cts_tree=yes

[global_routing]
grt_max_degree=14
grt_busiest_layer=met1
grt_antenna_before_repair=0
grt_pass1_vias=1907
gr-usage-met3=0.129
wire_length_of_the_first_global_routing_pass_mm=9.80
groute.usage.overall=0.240
grt_overflow_total=0
groute.layer.met2.usage=0.317
globalRouteMet1Util=0.411

[flow_run]
maxCapViolations=0
stage_log_warnings=32

[place]
dp_wirelength_mm=4.06
dpl_worst_slack_ns=-0.674
portBuffers=24
finalWeightedCongestion=0.875
placed_cells=296

[status]
outcome=completed

==> layer usage <==
layer	part of all wire	routed length (um)
met5	0	0
met4	0.019	114
met3	0.10	614
met2	0.44	2620
met1	0.44	2640
==> timing repair <==
action                                  4_1_cts  5_1_grt
cloned                                        1        0
endpoints found under the setup margin       81        8
hold buffers                                  0        0
resized                                      49       10
pin swaps                                     9        1
setup buffers                                 2        0
==> worst min-delay path by stage <==
stage          endpoint  slack (ns)    from  cells after the start
CTS           prdata[5]        0.18  preset                      4
global route  prdata[1]        0.21  preset                      4
finish        prdata[5]        0.19  preset                      4
==> kinds of logic after synthesis <==
family | after synthesis | share of synthesized area
DFF | 73 | 0.741
and+or+nand+nor | 46 | 0.0808
AOI/OAI and AO/OA | 31 | 0.0734
muxes | 20 | 0.0734
buffers and inverters | 12 | 0.0311
==> state kept, by name (all words and copies together), names as in the netlist <==
name and count:
memory 64, prdata 8, pready 1
==> per-stage QoR <==
| step | utilization | area, sq um | total power, W |
|---|---|---|---|
| final | 0.680 | 3770 | 0.00460 |
| after global routing | 0.680 | 3770 | 0.00479 |
| after CTS | 0.674 | 3730 | 0.00461 |
| after detailed placement | 0.618 | 3420 | 0.00311 |
| after global placement | 0.618 | 3420 | 0.00310 |
| after floorplan | - | 2970 | 0.00286 |
==> cell type report <==
cell class / instances / area share
well taps: 72 / 0.0239
multi-input cells: 97 / 0.218
inverters: 1 / 0.00199
clock inverters: 7 / 0.0126
flip-flops and latches: 73 / 0.570
repair buffers: 56 / 0.140
clock buffers: 9 / 0.0329
==> power groups by stage <==
| stage | Sequential, W | Clock, W | Combinational [W] |
|---|---|---|---|
| 4_1_cts | 0.00263 | 0.00153 | 0.000444 |
| 5_1_grt | 0.00264 | 0.00165 | 0.000496 |
| 6_report | 0.00263 | 0.00152 | 0.000453 |
==> cell usage after synthesis, drive strengths merged <==
master	count
o21ai	7
o31ai	3
edfxtp	64
and2	1
mux4	1
or2b	1
inv	1
buf	9
nand3	3
nand2b	4
dfrtp	9
nand2	11
nor2	14
o2bb2ai	1
or3	1
o22ai	9
mux2i	19
clkbuf	2
a22o	2
a211oi	9
nor3b	8
or2	1
nor3	1
nand4	1
==> critical path, stage by stage (launching register included) <==
cell,delay (ns)
sky130_fd_sc_hd__edfxtp_1,0.38
sky130_fd_sc_hd__mux4_2,0.47
sky130_fd_sc_hd__nand2_2,0.09
sky130_fd_sc_hd__o21ai_2,0.06
sky130_fd_sc_hd__a22o_1,0.17
Power figures rest on the tool's default switching activity, not on a simulated workload.
