--- /design/flow/config.mk ---
export PLATFORM = sky130hd
export DESIGN_NAME = apb_master
export DESIGN_NICKNAME = apb_master
export VERILOG_FILES = /design/flow/design.v
export SDC_FILE = /design/flow/constraint.sdc
export NUM_CORES = 4
export LEC_CHECK = 1
export CORE_UTILIZATION = 30
--- /design/flow/constraint.sdc ---
current_design apb_master

set clk_period 2.0
set clk_io_pct 0.2

create_clock -name clk0 -period $clk_period [get_ports {pclk}]

set non_clock_inputs [all_inputs -no_clocks]
set_input_delay [expr $clk_period * $clk_io_pct] -clock clk0 $non_clock_inputs
set_output_delay [expr $clk_period * $clk_io_pct] -clock clk0 [all_outputs]
--- /design/flow/design.v ---
`timescale 1ns / 1ps
module apb_master #(parameter WIDTH = 8,IDLE = 0 ,SETUP = 1 ,ACCESS = 2)(
    input pclk,
    input preset,
    input transfer,
    input rw,
    input [WIDTH-1:0]pwaddr_m,
    input [WIDTH-1:0]pwdata_m,
    input [WIDTH-1:0]praddr_m,
    output reg [WIDTH-1:0]data_out,
    output reg pwrite,
    input pready,
    output reg psel,
    output reg penable,
    output reg [WIDTH-1:0]paddr_s,
    output reg [WIDTH-1:0]pwdata_s,
    input [WIDTH-1:0]prdata_s,
    output reg [1:0] state
    );
    reg [1:0] next ;
    reg [3:0]time_out ;
    always @ ( posedge pclk ) begin
        if( preset ) begin
            state <= IDLE ;
            time_out <= 0 ;
        end
        else begin
            state <= next ;
            if( (state == ACCESS) && !pready ) begin
                time_out <= time_out + 1 ;
            end 
            if( time_out == 10 ) begin
                state <= IDLE ;
                time_out <= 0;
            end
        end    
    end
    always @(*) begin
        case(state) 
            IDLE   :  next = transfer ? SETUP : IDLE ; 
            SETUP  :  next = ACCESS ;             
            ACCESS :  next = pready ? ( transfer ? SETUP : IDLE ) : ACCESS ;  
            default: next = IDLE ;
        endcase
    end
    always @ ( posedge pclk or posedge preset ) begin
        if( preset ) begin
            psel     <= 0 ;
            penable  <= 0 ;
            pwrite   <= 0 ;
            paddr_s  <= 0 ;
            pwdata_s <= 0 ;
            data_out <= 0 ;
            time_out <= 0 ;
        end     
        else begin    
            case( state )            
                IDLE : begin
                    psel    <= 0 ;
                    penable <= 0 ;                
                end
                SETUP : begin
                    psel    <= 1  ;
                    penable <= 0  ;
                    pwrite  <= rw ;
                    if( rw ) begin   
                        paddr_s  <= pwaddr_m ;
                        pwdata_s <= pwdata_m ;
                    end
                    else begin   
                        paddr_s <= praddr_m ;
                    end
                end
                ACCESS : begin
                    psel    <= 1 ;
                    penable <= 1 ;
                    if( !rw ) begin
                        data_out <= prdata_s ;
                    end                    
                end            
            endcase 
        end
    end
endmodule
--- /design/flow/run.sh ---
#!/bin/bash
# OpenROAD 26Q1-2900-gdf79404cd8, Yosys 0.63+post, stock flow scripts
make -C /OpenROAD-flow-scripts/flow DESIGN_CONFIG=/design/flow/config.mk WORK_HOME=/design/flow/orfs finish
==> metrics.csv <==
metric;value;unit
worst path cell trace;clkdlybuf4s50_1;
floorplan row count;23;
relative max-transition margin;0.842;
clock root cell;clkbuf_8;
Clock Sink Count;29;
gr ovfl total;0;
number of CTS-inserted buffers;5;
Critical Path RT;1600;ps
most common logic cells in the final layout;clkdlybuf4s50_1 (65), dfrtp_1 (27), a21oi_1 (10), mux2_2 (10);
delay contributed by the slowest stage of the critical path;490;ps
clock input transition at the sequential cells of the worst setup and hold paths;70;ps
detailed router's first-iteration violation count;13;
Setup Total Neg Slack;0;ps
share of the core filled by cells before placement;0.313;
overall die width;66.9;µm
dominant non-sequential cell family after synthesis;multiplexers;
DRC violations left;0;
post-detailed-placement cell area;0.00198;mm²
number of instances resized during post-cts repair;0;
run status;finished clean;
Pins Over Slew Limit;0;
Crit Path Max Fanout;6;
yosys aoi share;0.0436;
post-synthesis area per instance;13.7;µm²
routed vias/inst;4.38;
Total Routed Length;2740;µm
count of final hold-check violations;0;
most common cell after layout, fill and taps aside;clkdlybuf4s50_1;
area fraction in and, or, nand and nor cells;0.0545;
FMAX;630;MHz
Post-CTS Setup Repair Bufs;0;
signal arrival time at the worst endpoint;1190;ps
clock tree from TritonCTS;built;
min Tclk post-route;1590;ps
Mapped Area;0.00126;mm²
setup violation total in the final timing report;0;
vias after detailed routing;946;
iteration count of the initial detailed-routing pass;3;
final core area utilization;0.520;
sum of net half-perimeters after detailed placement;2010;µm
count of buffers from port buffering;65;
power per unit of standard cell area;945;mW/mm²
unrepaired setup endpoints after global routing;false;
final worst clock skew;8.56;ps
count of different cell masters after synthesis;17;
area fraction in mux cells;0.248;
worst reg-to-reg path cell count;5;
crit path setup slack, layout;412;ps
top-level I/O count;66;
Final Wtd Congestion;0.766;
reg-to-reg critical path endpoint;data_out[5];
standard cell with the maximum stage delay on the critical path;clkdlybuf4s50_1;
stage-log warning count;29;
die span in y;66.9;µm
H-tree depth;2;
number of routed nets with antenna violations;0;
flip-flop and latch count after synthesis;29;
critical path launch point type;register;
max-capacitance violation count;0;
combined buffer and inverter count along the critical path;1;
vias in the first global route;929;
initial antenna violation count;0;
floorplan core area;0.00403;mm²
number of cell instances after yosys synthesis;92;
Tightest Hold Check Type;in -> async;
wire length of the first global-routing pass;4380;µm
per-cell routed wire length;12.7;µm
startpoint of the lowest-slack register-to-register path;state[0];
XOR/XNOR Area Share;0;
YS warnings;9;
final cycle utilization of the critical path;0.794;
worst voltage drop across the vdd grid;0.483;mV
area of the synthesized netlist per yosys stat;0.00126;mm²
chip area;0.00447;mm²
Post-Place Worst Slack;352;ps
share of synthesized area occupied by flip-flops and latches;0.567;
endpoint class of the critical path;output port;
largest delay contributor family on the critical path;buffers and inverters;
final instance area;0.00210;mm²
GRT Overall Usage;0.133;
n_diodes;0;
Adder Area Share;0.0496;
clock latency on the worst-skew pair;280;ps
instance tally after logic synthesis;92;
reg-to-reg slack, setup;490;ps
quantity of hold-fixing buffers added after cts;0;
Longest Clk Path Bufs;2;
ratio of cells with drive above 1 in the final layout;0.199;
pin count of the biggest net entering global routing;18;
static leakage;0.912;nW
path type of the worst setup path;reg -> out;
layout overhead on the synthesized area;66.1;%
measured slew at the worst slew-check pin;233;ps
[stage by stage]
stage	instances	total power [mW]	hold WS [ps]
global route	216	2.11	523
global placement	208	1.37	488
CTS	216	2.02	512
floorplan	92	0.972	453
finish	216	1.98	507
detailed placement	208	1.38	492
[layout make-up]
class                           count  area (µm²)
Fill cell                         353        1930
Sequential cell                    29         716
Timing Repair Buffer               70         688
Multi-Input combinational cell     55         499
Clock buffer                        7        86.3
Tap cell                           50        62.6
Clock inverter                      1        30.0
Inverter                            4        15.0
[worst register-to-register path: stages, from the launching register on]
cell	delay (ps)
dfxtp_1	420
inv_1	120
ha_1	230
nor2b_2	150
buf_4	180
mux2_4	310
[registers in the layout, summed over array words and instances, names as in the netlist]
name      flops
state         2
data_out      8
pwrite        1
penable       1
paddr_s       8
pwdata_s      8
psel          1
[logic make-up after synthesis]
| kind of cell | Yosys count |
|---|---|
| AND-OR/OR-AND | 11 |
| adder cells (fa/ha/maj) | 5 |
| buffers and inverters | 8 |
| flip-flops | 29 |
| multiplexers | 26 |
| AND/OR/NAND/NOR | 13 |
[power by group]
part | internal, mW | switching, mW
sequential | 0.735 | 0.0825
clock | 0.405 | 0.210
combinational | 0.439 | 0.109
[worst max-delay path by stage]
stage,startpoint,endpoint,slack (ps),cells past startpoint
CTS,state[0],state[0],390,1
global route,state[0],state[0],350,1
finish,state[0],state[0],410,1
[synthesized netlist by cell type, drive strengths merged]
cell type,count,area share
a21oi,10,0.040
buf,4,0.026
dfrtp,27,0.54
dfxtp,2,0.032
ha,5,0.050
inv,4,0.012
mux2,18,0.18
mux2i,8,0.063
nand2,1,0.0050
nand2b,1,0.0050
nor2,8,0.024
nor2b,1,0.0069
nor4b,1,0.0069
o21ai,1,0.0040
or3b,1,0.0069
[metal layers]
metal,GRT usage,part of all wire,vias to the layer above
li1,-,-,458
met1,0.200,0.47,444
met2,0.186,0.42,39
met3,0.0573,0.091,5
met4,0.0213,0.019,0
met5,0,0,-
Power and IR drop assume default switching activity.
